**flow/config.mk**
```make
export PLATFORM = sky130hd
export DESIGN_NAME = regfile
export DESIGN_NICKNAME = regfile
export VERILOG_FILES = /design/flow/design.v
export SDC_FILE = /design/flow/constraint.sdc
export NUM_CORES = 4
export LEC_CHECK = 1
export CORE_UTILIZATION = 30
```
**flow/constraint.sdc**
```tcl
current_design regfile

set clk_period 18.3
set clk_io_pct 0.2

create_clock -name clk0 -period $clk_period [get_ports {clk}]

set non_clock_inputs [all_inputs -no_clocks]
set_input_delay [expr $clk_period * $clk_io_pct] -clock clk0 $non_clock_inputs
set_output_delay [expr $clk_period * $clk_io_pct] -clock clk0 [all_outputs]
```
**flow/design.v**
```verilog
`timescale 1ns / 1ps
module regfile(
    input [5:0] read_add1,
    input [5:0] read_add2,
    input [5:0] read_add3,
    input clk,
    input [5:0] write_add,
    input write_en,
    input [63:0] write_data,
    output [63:0] read_data1,
    output [63:0] read_data2,
    output [63:0] read_data3
    );
    reg [63:0] regs [0:63];
    assign read_data1 = regs[read_add1];
    assign read_data2 = regs[read_add2];
    assign read_data3 = regs[read_add3];
    always @ (posedge clk)
    begin
        if (write_en)
            regs[write_add] <= write_data;
    end
endmodule
```
**flow/run.sh**
```bash
#!/bin/bash
# OpenROAD 26Q1-2900-gdf79404cd8, Yosys 0.63+post, stock flow scripts
make -C /OpenROAD-flow-scripts/flow DESIGN_CONFIG=/design/flow/config.mk WORK_HOME=/design/flow/orfs finish
```
==> CHANGELOG.md <==
## Flow update

* Status: completed
* Biggest area contributors in the synthesized netlist: sky130_fd_sc_hd__edfxtp_1, sky130_fd_sc_hd__mux4_2, sky130_fd_sc_hd__o22ai_1
* Cells after Synth at 11400
* Largest regs: regs: 4096 flops
* Number of standard cells reported by yosys at about 11000
* Final Hold Fails at 0
* Die Y-Extent at 854 um
* Non-filler cells, final at 22000
* RD Place Congestion at 0.996
* Max IR drop VDD at 86.7 uV
* Flip-flop count of the largest register after layout at roughly 4100
* Hold buffer count at CTS at 0
* Mean instance size in the synthesized netlist at 19.0 um^2
* Global router's overall resource usage at between 20% and 30%
* Final Critical Period at approximately 13 ns
* Synth Flop Type: sky130_fd_sc_hd__edfxtp_1
* Placeable core area at 722000 um^2
* Post-synthesis cell type with the largest combined area: sky130_fd_sc_hd__edfxtp_1
* Met3 demand-to-capacity share in global routing at 26.8%
* Die Size at 729000 um^2
* Cell row count at 312
* Number of buffers inserted by post-CTS setup repair at 0
* Cycle use final at roughly 70%
* Worst path setup slack after routing at 5.19 ns
* Cell variety after synth at 41
* Synth warn at 1
* Kind of capture point of the worst setup path: output port
* Number of placed cells counting well taps at between 20000 and 25000
* Normalized max-slew margin at 12.8%
* Post-CTS resize count at 0
* Most common cell type on the critical path: sky130_fd_sc_hd__buf_4
* Setup TNS after final layout at 0 ns
* Chip area in the Yosys report at roughly 220000 um^2
* Global-route congestion overflow total at 0
* Kind of launch point of the worst setup path: input port
* Leakage power figure at 75.8 nW
* Power per cell area at ~89 nW/um^2
* Total number of vias at 140000
* Synth cell count leaders: sky130_fd_sc_hd__edfxtp_1, sky130_fd_sc_hd__mux4_2, sky130_fd_sc_hd__o22ai_1
* CTS buffer count at 413
* Average wire per standard cell at 42.8 um
* Met2 capacity usage during global routing at between 30 and 40%
* Largest net degree at the start of global routing at 84
* Instance count along the most critical hold path at 1
* Area share of the largest cell type after synthesis at 56.5%
* Area of the mapped netlist at between 200000 and 250000 um^2
* Number of nets with antenna violations after routing at 0
* Met1 demand-to-capacity share in global routing at 23.9%
* Highest clock frequency the design can meet at 76.3 MHz
* Most Used Layer, Global Route: met2
* Clock tree from TritonCTS: done
* Initial DRT Pass Iterations at 8
* Starting density of the core at a little under a third
* Actual transition at the worst max-transition pin at 1.30 ns
* Fraction of layout instances using a drive strength above 1 at 39.3%
* Post-synth EDFFs at just over 4000
* Final HPWL from detailed placement at about 600000 um
* Max Fanout on Critical Path at between 40 and 50
* Cell Chain, Critical Path: buf_8 > buf_4 > buf_4 > buf_4 > buf_4 > mux4_2 > o22ai_1 > nor4_1 > a2bb2oi_1 > buf_4 > clkdlybuf4s50_1
* Crit path kind: input port to output port
* Delay of the slowest critical-path stage at slightly above 0.9 ns
* Yosys reg bits at 4096
* Number of sinks handled by clock tree synthesis at 4096
* Antenna violations before repair at 147
* Post-Place Cell Area at 234000 um^2
* Class of the worst hold path: input port to register
* Most instantiated library cell after synthesis: sky130_fd_sc_hd__edfxtp_1
* H-tree Lvls at 5
* Unrepaired setup endpoints after global routing: false
* Tool warnings at 28
* Final core utilization at 34.4%
* CTS Root Cell: sky130_fd_sc_hd__clkbuf_16
* Vias in the first global route at 152000
* Boundary pin count at 282
* Residual DRC at 0
* Post-Layout Inst Area at around 250000 um^2
* Horizontal die dimension at 854 um
* Number of port buffers at 281
* Post-Place Worst Slack at around 5.3 ns
* Proportion of synthesized chip area in sequential cells at 56.5%
* Setup Viol. Count Final at 0
* Area delta synth->final at 14.1%
* Slowest stage cell on the critical path: sky130_fd_sc_hd__nor4_1
* WP data required at 14.64 ns
* Clock Pin Slew Worst Setup and Hold Paths at ~0.060 ns
* Deepest clock path buffer count at 4
* Arrival time at the worst endpoint at between 9 and 10 ns
* Biggest register: regs
* Wire length of the first global-routing pass at 1270000 um
* Number of max-slew violations in the final report at 0
* FFs w/ async S/R, synth at 0%
* Post-Route WL at 940000 um
* Number of max-cap violations at 0
* Via-per-instance ratio at 6.36
* DR iter-0 viols at 11300
[path summary, 6_finish.rpt]
kind / startpoint / to / slack [ns]
worst max-delay path: read_add3[1] / read_data3[6] / 5.19
worst min-delay path: write_data[29] / regs[54][29] / 2.92
[cells by family after synthesis]
kind of cell	after synthesis	synth area share, %
flip-flops	4096	56.5
multiplexers	3529	33.7
AND-OR/OR-AND	1694	5.18
buffers and inverters	1115	2.51
AND/OR/NAND/NOR	998	2.07
[stage by stage]
stage                     hold WS [ns]  power [mW]
final                             2.92        22.1
after floorplan                   3.76        12.0
after global routing              2.98        22.5
after detailed placement          4.08        13.3
after CTS                         2.97        22.1
after global placement            4.08        13.3
[cell type report]
class	count	area (um^2)
diodes	245	613
inverters	1	11.3
flip-flops and latches	4096	123000
clock inverters	272	2990
well taps	9577	12000
repair buffers	1068	8900
fillers	66700	474000
multi-input cells	6221	90100
clock buffers	483	10700
[critical path, delay by kind of cell]
kind,cells,cell delay [ns]
compound gates,2,0.66
buf+inv,7,3.58
mux,1,0.33
simple gates,1,0.92
[metal layers]
layer	wire (um)	vias up
li1	-	52100
met1	246000	70500
met2	399000	13700
met3	202000	3234
met4	85700	188
met5	6020	-
[layout by cell type (no fill, tap or decap), types with 63 or more instances in the layout]
cell type	instances
sky130_fd_sc_hd__mux4_2	3031
sky130_fd_sc_hd__mux2i_1	386
sky130_fd_sc_hd__nor4_1	113
sky130_fd_sc_hd__o21ai_0	205
sky130_fd_sc_hd__o221ai_1	158
sky130_fd_sc_hd__a211oi_1	89
sky130_fd_sc_hd__clkdlybuf4s50_1	200
sky130_fd_sc_hd__clkinv_2	84
sky130_fd_sc_hd__nor2_1	266
sky130_fd_sc_hd__clkbuf_1	65
sky130_fd_sc_hd__a2bb2oi_1	63
sky130_fd_sc_hd__clkinv_1	77
sky130_fd_sc_hd__buf_4	757
sky130_fd_sc_hd__clkbuf_16	418
sky130_fd_sc_hd__mux2_2	112
sky130_fd_sc_hd__nand2_1	325
sky130_fd_sc_hd__a221oi_1	147
sky130_fd_sc_hd__a21oi_1	229
sky130_fd_sc_hd__edfxtp_1	4096
sky130_fd_sc_hd__nor2_4	67
sky130_fd_sc_hd__diode_2	245
sky130_fd_sc_hd__o22ai_1	660
sky130_fd_sc_hd__buf_2	64
[report_power, final]
part           switching [mW]  total [mW]  leakage [nW]  internal [mW]
Combinational            1.74        2.79          32.3           1.05
Clock                    3.87        8.87          6.67           5.00
Sequential             0.0386        10.4          36.8           10.4
Total                    5.65        22.1          75.8           16.4
Power and IR drop assume default switching activity.
