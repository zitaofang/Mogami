==> /design/flow/design.v <==
`timescale 1ns / 1ps
module lookahead(
    input [3:0] pin,
    input [3:0] gin,
    input cin,
    output [3:0] cout,
    output gout,
    output pout
);
    assign cout[0] = cin;
    wire cout_int_1;  
    and(cout_int_1, pin[0], cin);
    or(cout[1], gin[0], cout_int_1);
    wire cout_int_2[0:1];  
    and(cout_int_2[0], pin[1], gin[0]);
    and(cout_int_2[1], pin[1], pin[0], cin);
    or(cout[2], gin[1], cout_int_2[0], cout_int_2[1]);
    wire cout_int_3[0:2];  
    and(cout_int_3[0], pin[2], gin[1]);
    and(cout_int_3[1], pin[2], pin[1], gin[0]);
    and(cout_int_3[2], pin[2], pin[1], pin[0], cin);
    or(cout[3], gin[2], cout_int_3[0], cout_int_3[1], cout_int_3[2]);
    wire gout_int[0:2];  
    and(gout_int[0], pin[3], gin[2]);
    and(gout_int[1], pin[3], pin[2], gin[1]);
    and(gout_int[2], pin[3], pin[2], pin[1], gin[0]);
    or(gout, gin[3], gout_int[0], gout_int[1], gout_int[2]);
    and(pout, pin[3], pin[2], pin[1], pin[0]);
endmodule
module adder_lookahead(
    input [63:0] a,
    input [63:0] b,
    input cin,
    output [63:0] r,
    output cout,
    output sign_cin
);
    wire gout;  
    wire pout;  
    wire [63:0] c_int;  
    wire [63:0] g_int;  
    wire [63:0] p_int;  
    wire [15:0] g_int_0;  
    wire [15:0] p_int_0;  
    wire [15:0] c_int_0;  
    wire [3:0] g_int_1;  
    wire [3:0] p_int_1;  
    wire [3:0] c_int_1;  
    generate
        genvar i, j;
        for (i = 0; i < 16; i = i + 1)
        begin: first
            lookahead lh_1(
                .pin(p_int[i * 4 + 3:i * 4]),
                .gin(g_int[i * 4 + 3:i * 4]),
                .cin(c_int_0[i]),
                .cout(c_int[i * 4 + 3:i * 4]),
                .gout(g_int_0[i]),
                .pout(p_int_0[i])
            );
        end
        for (j = 0; j < 4; j = j + 1)
        begin: second
            lookahead lh_2(
                .pin(p_int_0[j * 4 + 3:j * 4]),
                .gin(g_int_0[j * 4 + 3:j * 4]),
                .cin(c_int_1[j]),
                .cout(c_int_0[j * 4 + 3:j * 4]),
                .gout(g_int_1[j]),
                .pout(p_int_1[j])
            );
        end
    endgenerate
    lookahead lh_3(
        .pin(p_int_1),
        .gin(g_int_1),
        .cin(cin),
        .cout(c_int_1),
        .gout(gout),
        .pout(pout)
    );
    assign g_int = a & b;
    assign p_int = a | b;
    assign r = a ^ b ^ c_int;
    assign sign_cin = c_int[63];
    assign cout = gout | (pout & cin);
endmodule
module adder_lookahead_16b(
    input [15:0] a,
    input [15:0] b,
    input cin,
    output [15:0] r,
    output cout,
    output sign_cin,
    output fp_exp_overflow
);
    wire gout;  
    wire pout;  
    wire [15:0] c_int;  
    wire [15:0] g_int;  
    wire [15:0] p_int;  
    wire [3:0] g_int_0;  
    wire [3:0] p_int_0;  
    wire [3:0] c_int_0;  
    generate
        genvar i, j;
        for (i = 0; i < 4; i = i + 1)
        begin: first
            lookahead lh_1(
                .pin(p_int[i * 4 + 3:i * 4]),
                .gin(g_int[i * 4 + 3:i * 4]),
                .cin(c_int_0[i]),
                .cout(c_int[i * 4 + 3:i * 4]),
                .gout(g_int_0[i]),
                .pout(p_int_0[i])
            );
        end
    endgenerate
    lookahead lh_3(
        .pin(p_int_0),
        .gin(g_int_0),
        .cin(cin),
        .cout(c_int_0),
        .gout(gout),
        .pout(pout)
    );
    assign g_int = a & b;
    assign p_int = a | b;
    assign r = a ^ b ^ c_int;
    assign sign_cin = c_int[15];
    assign cout = gout | (pout & cin);
    assign fp_exp_overflow = c_int[13] ^ c_int[12];
endmodule
==> /design/flow/run.sh <==
#!/bin/bash
# OpenROAD 26Q1-2900-gdf79404cd8, Yosys 0.63+post, stock flow scripts
make -C /OpenROAD-flow-scripts/flow DESIGN_CONFIG=/design/flow/config.mk WORK_HOME=/design/flow/orfs finish
==> /design/flow/config.mk <==
export PLATFORM = sky130hd
export DESIGN_NAME = adder_lookahead
export DESIGN_NICKNAME = adder_lookahead
export VERILOG_FILES = /design/flow/design.v
export SDC_FILE = /design/flow/constraint.sdc
export NUM_CORES = 4
export LEC_CHECK = 1
export CORE_AREA = 10 10 128 128
export DIE_AREA = 0 0 138 138
==> /design/flow/constraint.sdc <==
current_design adder_lookahead

set clk_period 12.5
set clk_io_pct 0.2

create_clock -name clk0 -period $clk_period

set non_clock_inputs [all_inputs -no_clocks]
set_input_delay [expr $clk_period * $clk_io_pct] -clock clk0 $non_clock_inputs
set_output_delay [expr $clk_period * $clk_io_pct] -clock clk0 [all_outputs]
==> results.py <==
# Flow results
metrics = {
    "finish": {
        "seqCellArea_um2": 0,
        "areaGrowthSynthToFinish_pct": 51.2,
        "nFillCells": 1351,
        "nClkBuffers": 0,
        "ff_count": 0,
        "drive_above_1_share_pct": 3.04,
    },
    "worst_setup_path": {
        "slowest_delay_ns": 0.53,
        "start_kind": "input pin",
        "path_cells": "clkdlybuf4s50_1 > inv_1 > ha_1 > nor4_1 > nand3_1 > nor2_1 > nand3_1 > a21oi_1 > o21ai_2 > nand2_1 > inv_2 > o41ai_1 > fa_1 > clkdlybuf4s50_1",
        "critPathCaptureType": "primary output",
        "critPathArrivalTime_ns": 6.30,
        "critPathKind": "input pin to primary output",
        "crit_fanout": 4,
        "required_ns": 10.00,
        "critPathSlowestCell": "clkdlybuf4s50_1",
    },
    "placement": {
        "dp_hpwl_um": 11700,
        "place.gp.congestion": 0.877,
        "port_buffers": 195,
    },
    "routing": {
        "via_count": 4153,
        "first_pass_iters": 4,
        "diodes": 0,
        "ant_nets": 0,
        "finalWirelength_um": 12400,
        "drtIter0Drc": 118,
        "wl_per_cell_um": 13.3,
        "via_per_inst": 4.43,
        "remaining_drc_errors": 0,
    },
    "cts": {
        "cts_hold_buffers": 0,
        "cts_resized": 0,
        "post_cts_buffers": 0,
    },
    "final_timing": {
        "timing.fmax_mhz": 114,
        "worstMarginPinSlew_ns": 0.579,
        "finalClockPeriodUsage_pct": 70.4,
        "finalSetupViolations": 0,
        "whs_ns": 6.07,
        "relSlewSlack_pct": 61.1,
        "fin_tns_setup_ns": 0,
        "finalHoldViolCount": 0,
        "rsz0062_at_grt": "false",
        "slew_viol_final": 0,
        "period_needed_ns": 8.80,
    },
    "logic_synthesis": {
        "yosys-top-cells-count": "169 x inv_1, 128 x ha_1, 31 x a21oi_1, 26 x nor2_1, 26 x xor2_1",
        "synth_seq_share_pct": 0,
        "ys_warn_count": 1,
        "netlist_top_cells_area": "ha_1 38%, inv_1 15%, fa_1 7.5%",
        "ys_cells": 561,
        "ys_types": 54,
        "netlist_instances": 561,
        "yosys.area.top_type": "ha_1",
        "netlist_area_um2": 4270,
        "yosysTopAreaCellShare_pct": 37.5,
        "yosys_area_um2": 4270,
        "synth.avg_cell_area_um2": 7.61,
        "top_cell": "inv_1",
    },
    "worst_hold_path": {
        "whs_path_depth": 5,
        "hold_class": "input pin to primary output",
    },
    "global_routing": {
        "antenna_found_initial": 0,
        "grt_pass1_wl_um": 20700,
        "top_usage_layer": "met2",
        "grt_max_degree": 7,
        "use_met2_pct": 20.4,
        "grt_util_met1_pct": 17.5,
        "met3_usage_pct": 3.26,
        "grt_use_total_pct": 12.6,
        "grt_pass1_vias": 4189,
        "grt.overflow.total": 0,
    },
    "die": {
        "fp.dieW_um": 138,
        "die_height_um": 138,
        "pin_count": 195,
        "core-area_um2": 13800,
        "die_area_um2": 19000,
        "initCoreUtil_pct": 31.0,
        "fp-row-count": 43,
    },
    "run": {
        "tool_warnings": 112,
        "max-cap-violations": 0,
    },
    "run_status": {
        "status": "complete, no violations",
    },
    "power_and_ir_drop": {
        "total_power_w": 0.000288,
        "power.density_nw_per_um2": 44.7,
        "p_leak_nw": 3.26,
        "ir_drop_mv": 0.0210,
    },
}
-- kinds of logic (layout without fill, tap and decap cells) --
family                     Yosys count  count (layout)  share of synthesized area, %
buffers and inverters              170             366                          15.0
and+or+nand+nor                     98              98                          12.8
AOI/OAI and AO/OA                  104             104                          18.0
xor gates and xnor gates            45              45                          9.23
adders and majority gates          144             144                          45.0
-- where the power goes --
part           total (W)  switching (W)  internal (W)  leakage (nW)
clock                  0              0             0             0
combinational   0.000288       0.000108      0.000180          3.26
sequential             0              0             0             0
-- layout make-up --
cell class | count | area (um2) | area share [%]
Multi-Input combinational cell | 391 | 3630 | 56.3
Timing Repair Buffer | 196 | 1960 | 30.4
Inverter | 170 | 638 | 9.89
Tap cell | 180 | 225 | 3.49
-- path summary, 6_finish.rpt --
kind	startpoint	endpoint
worst max-delay path	a[24]	r[60]
worst min-delay path	b[54]	r[54]
-- per-stage QoR --
| step | utilization, % | worst slack, ns | cell area [um2] | cells |
|---|---|---|---|---|
| floorplan | - | 5.02 | 4270 | 561 |
| global route | 46.8 | 3.32 | 6450 | 937 |
| detailed placement | 46.8 | 3.60 | 6450 | 937 |
| global placement | 46.8 | 3.64 | 6450 | 937 |
| CTS | 46.8 | 3.60 | 6450 | 937 |
| finish | 46.8 | 3.70 | 6450 | 937 |
-- cells in the final DEF, fill, tap and decap left out, types with 4 or more instances in the layout --
master           netlist  final
xor2_1                26     26
nor3_1                 5      5
a221oi_1               7      7
or3_1                  5      5
nor2_1                26     26
o31ai_1                4      4
nor4_1                10     10
a21oi_1               31     31
fa_1                  16     16
o21bai_1              12     12
nor2b_1                8      8
o21ai_0               10     10
clkdlybuf4s50_1        0    195
inv_1                169    169
nand2b_1               5      5
nand2_1               14     14
xnor2_1               19     19
ha_1                 128    128
and3_1                 4      4
a31oi_1                6      6
-- critical path, delay by kind of cell --
| kind | cells | cell delay, ns |
|---|---|---|
| buffers and inverters | 4 | 1.05 |
| adders and majority gates | 2 | 0.72 |
| AOI/OAI and AO/OA | 3 | 0.91 |
| and+or+nand+nor | 5 | 1.12 |
-- per-layer routing --
| layer | wire length [um] | vias up |
|---|---|---|
| met5 | 0 | - |
| met4 | 21 | 0 |
| met3 | 991 | 2 |
| met2 | 5460 | 126 |
| met1 | 5950 | 1830 |
| li1 | - | 2195 |
Power figures rest on the tool's default switching activity, not on a simulated workload.
