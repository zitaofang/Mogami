[design/flow/config.mk]
export PLATFORM = sky130hd
export DESIGN_NAME = tlb_new
export DESIGN_NICKNAME = tlb_new
export VERILOG_FILES = /design/flow/design.v
export SDC_FILE = /design/flow/constraint.sdc
export NUM_CORES = 4
export LEC_CHECK = 1
export CORE_AREA = 10 10 70 70
export DIE_AREA = 0 0 80 80
[design/flow/constraint.sdc]
current_design tlb_new

set clk_period 1.0
set clk_io_pct 0.2

create_clock -name clk0 -period $clk_period [get_ports {clk}]

set non_clock_inputs [all_inputs -no_clocks]
set_input_delay [expr $clk_period * $clk_io_pct] -clock clk0 $non_clock_inputs
set_output_delay [expr $clk_period * $clk_io_pct] -clock clk0 [all_outputs]
[design/flow/design.v]
`timescale 1ns / 1ps
module cmos_512 (
    input [511:0] in,
    output [511:0] out,
    input control
);
    genvar i;
    generate
        for (i = 0; i < 512; i = i + 1)
        begin: cmos_gen
            bufif1 (out[i], in[i], control);
        end
    endgenerate
endmodule
module tlb_new(
    input clk,
    input enable,
    output busy,  
    output ready,
    input [34 - 1:0] in_pn,
    output [22 - 1:0] out_pn,
    output miss,
    output [34 - 1:0] vpn,
    input [22 - 1:0] ppn,
    input refill_ready
);
    reg [22 + 34 - 1:0] lru [0:(2 ** 3) - 1];
    reg [3 - 1:0] release_pointer;
    reg miss_reg;
    reg [34 - 1:0] request_pn_reg;
    wire [(2 ** 3) - 1:0] neq_out;
    wire [3 - 1:0] comp_index;
    genvar i, j;
    generate
        for (i = 0; i < (2 ** 3); i = i + 1)
        begin: comp
            assign neq_out[i] = |(lru[i][71:24] ^ in_pn[63:12]);
        end
        wire [(2 ** 3) - 1:0] en_int [0:3];
        assign en_int[0] = neq_out;
        for (i = 0; i < 3; i = i + 1)
        begin: comp_res_encode
            wire [2 ** (2 - i) - 1:0] or_op;
            for (j = 0; j < 2 ** (2 - i); j = j + 1)
            begin: comp_encode_inner
                assign or_op[j] = en_int[i][2 * j + 1];
                assign en_int[i + 1][j] = en_int[i][2 * j] | en_int[i][2 * j + 1];
            end
            assign comp_index[i] = |or_op;
        end
    endgenerate
    wire entry_exist = en_int[3][0];
    assign out_pn = refill_ready ? ppn : lru[comp_index][22 - 1:0];
    assign ready = (miss_reg & refill_ready) | (enable & entry_exist);
    assign miss = miss_reg;
    assign busy = miss_reg;
    wire [3 - 1:0] next_release;
    integer index;
    initial begin
        release_pointer <=3'b0;
        request_pn_reg <= 34'b0;
        miss_reg <= 1'b0;
        for (index= 0; index < 8; index = index + 1) lru[index] <= {(22 + 34){1'b0}};
    end
    always @ (posedge clk) begin
        if (miss_reg) begin  
            if (refill_ready) begin  
                miss_reg <= 1'b0;
                lru[release_pointer] <= {request_pn_reg, ppn};
                release_pointer <= next_release;
                request_pn_reg <= 34'b0;
            end  
        end else if(enable) begin  
            if (!entry_exist) begin  
                miss_reg <= 1'b1;
                request_pn_reg <= ppn;
            end else if(~|(comp_index ^ release_pointer)) begin  
                release_pointer <= next_release;
            end
        end
    end
endmodule
module page_walker(
    input clk,
    input enable,
    output busy,  
    output ready,
    input [34 - 1:0] vpn,
    output [22 - 1:0] ppn,
    output page_fault,
    output protection_fault,
    output [63:0] imm_op,
    output [31:0] uop
);
endmodule
[design/flow/run.sh]
#!/bin/bash
# OpenROAD 26Q1-2900-gdf79404cd8, Yosys 0.63+post, stock flow scripts
make -C /OpenROAD-flow-scripts/flow DESIGN_CONFIG=/design/flow/config.mk WORK_HOME=/design/flow/orfs finish
==> flow.log <==
[report] extracting results
[metrics] P_leak: between 0.5 and 0.6 nW
[metrics] chip area: around 0.0064 sq mm
[metrics] result of the run: complete, but fails checks
[metrics] YS chip area: roughly 480 sq um
[metrics] count of mapped cells out of synthesis: approximately 63
[metrics] Hold-fix buffers, CTS: 0
[metrics] Met1 Wirelength: approximately 820 um
[metrics] P per Cell Area: about 330 mW/mm^2
[metrics] Slew Viols, Final: 0
[metrics] combinational gate area: around 330 sq um
[metrics] number of warning messages in the yosys log: ~54
[metrics] n_diodes: 0
[metrics] number of global-route vias before repair: 540
[metrics] area added between synthesis and finish: 101%
[metrics] worst stage delay on the critical path: between 0.15 and 0.2 ns
[metrics] post-synthesis cell type count: 8
[metrics] Vert. Die Dim: 80 um
[metrics] number of hold violations in the final report: 0
[metrics] number of OpenROAD warnings: 64
[metrics] DR pass1 iterations: 2
[metrics] number of vias after detailed routing: 475
[metrics] min setup slack post-route: -0.0401 ns
[metrics] Worst-path clk slew: 0 ns
[metrics] starting density of the core: between 10% and 20%
[metrics] worst min-delay path category: register to register
[metrics] post-route fraction of the period consumed by the critical path: 104%
[metrics] Post-DRT Antenna Nets: 0
[metrics] number of DRC markers after the initial detailed-route iteration: 2
[metrics] number of failing setup endpoints in the final timing report: 3
[metrics] peak supply drop: ~0.00011 V
[metrics] Core Box Area: approximately 0.0034 sq mm
[metrics] sequential area share after synthesis: approximately 4.2%
[metrics] I/O pins: approximately 120
[metrics] met2 wire len: 912 um
[metrics] synthesized area per cell: between 7 and 8 sq um
[metrics] flops out of synthesis: 1
[metrics] share of cells above drive strength 1: around 48%
[metrics] critical path data required time: 0.80 ns
[metrics] grt total ovfl: 0
[metrics] area taken by flip-flops and latches: around 21 sq um
[metrics] worst-path cell with the longest stage delay: sky130_fd_sc_hd__a21o_2
[metrics] number of remaining DRC errors: 0
[metrics] cells in synth_stat.txt: around 63
[metrics] Met3 Routed Length: between 200 and 250 um
[metrics] number of flip-flops in the largest register: 1
[metrics] kind of capture point of the worst setup path: primary output
[metrics] CP cell instances: buf_8, buf_12, buf_16, a21o_2, buf_2
[metrics] final period demand of the worst path: roughly 1.0 ns
[metrics] Worst-Skew Late Latency: 0 ns
[metrics] Clock Skews: 0 ns
[metrics] Hold Slack: between 0.5 and 0.6 ns
[metrics] number of antenna violations at the first check in global routing: 0
[metrics] total standard cell area after synthesis: 479 sq um
[metrics] HPWL reported at the end of detailed placement: ~1.6 mm
[metrics] cell row count: 21
[metrics] critical path data arrival time: 0.84 ns
[metrics] total wirelength of the detailed-routed design: between 1.5 and 2 mm
[metrics] count of max-cap constraint violations: 0
[metrics] setup total negative slack: -0.0414 ns
[metrics] number of fill cells: between 300 and 400
[metrics] maximum number of pins on one net before global-route repair: 7
[metrics] Total GRT Usage: ~5.3%
[metrics] global-route wire length before repair: 2.83 mm
[metrics] global placement routability congestion: between 0.7 and 0.8
[metrics] top fanout value on the critical path: 6
[metrics] critical path type: primary input to primary output
[metrics] Avg Vias per Cell: about 2.9
[metrics] number of port buffers: ~50
[metrics] setup repair after global routing missed its margin: yes
[metrics] top routing layer in use: met3
[metrics] violations in the final reports: setup timing
[metrics] Die Wd: ~80 um
[metrics] maximum operating frequency: 961 MHz
[metrics] wire per inst: between 10 and 15 um
[metrics] Worst setup SP type: primary input
-- area by class of cell --
| class | instances | share of cell area [%] |
|---|---|---|
| Sequential cell | 1 | 2.21 |
| Multi-Input combinational cell | 58 | 34.5 |
| Timing Repair Buffer | 59 | 57.3 |
| Tap cell | 46 | 5.97 |
-- worst max-delay path: cells and delay by family --
family / cells / cell delay, ns
AOI/OAI and AO/OA: 1 / 0.17
buffers and inverters: 4 / 0.45
-- layer usage --
| metal | vias to the layer above | GRT usage, % |
|---|---|---|
| met5 | - | 0 |
| met4 | 0 | 0 |
| met3 | 0 | 2.05 |
| met2 | 45 | 8.83 |
| met1 | 199 | 6.68 |
| li1 | 231 | - |
-- per-stage QoR --
| stage | setup slack [ns] | instances | area, sq um | util, % | power (mW) |
|---|---|---|---|---|---|
| floorplan | 0.327 | 96 | 603 | - | 0.176 |
| global placement | -0.661 | 155 | 886 | 25.9 | 0.289 |
| detailed placement | -0.670 | 155 | 886 | 25.9 | 0.288 |
| CTS | -0.0439 | 163 | 917 | 26.8 | 0.308 |
| global route | -0.0514 | 164 | 963 | 28.2 | 0.346 |
| finish | -0.0401 | 164 | 963 | 28.2 | 0.316 |
-- synthesized netlist by cell type, drive strengths merged --
master | instances | area (sq um)
a21o | 1 | 8.76
and2 | 22 | 153
and2b | 1 | 8.76
buf | 37 | 285
conb | 1 | 3.75
dfxtp | 1 | 20.0
-- kinds of logic after synthesis --
logic type / after synthesis / share of synthesized area, %
buf+inv: 37 / 59.5
simple gates: 23 / 33.7
compound gates: 1 / 1.83
flops: 1 / 4.18
other cells: 1 / 0.783
-- worst paths after layout --
| path | startpoint | endpoint | slack [ns] | cells past startpoint |
|---|---|---|---|---|
| setup reg to reg | miss_reg | miss_reg | 0.28 | 2 |
| setup / recovery | refill_ready | ready | -0.04 | 5 |
| hold / removal | miss_reg | miss_reg | 0.57 | 2 |
| hold reg to reg | miss_reg | miss_reg | 0.57 | 2 |
-- layout by cell type, fill, tap and decap left out, drive strengths merged --
cell type      instances
a21o                   1
clkdlybuf4s50          1
and2b                  1
dfxtp                  1
buf                   34
dlygate4sd2           22
conb                  34
clkdlybuf4s15          1
dlymetal6s2s           1
and2                  22
-- where the power goes --
part	switching [mW]	total, mW	internal [mW]
combinational	0.0697	0.275	0.205
clock	0	0	0
sequential	0	0.0407	0.0407
-- what timing repair did --
action	CTS	global route
pin swaps	11	6
buffers inserted	6	1
gates cloned	2	0
setup endpoints to repair	26	13
gates resized	127	8
Power figures rest on the tool's default switching activity, not on a simulated workload.
